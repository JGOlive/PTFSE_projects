`flow/config.mk`:
```
export PLATFORM = sky130hd
export DESIGN_NAME = circuito09
export DESIGN_NICKNAME = circuito09
export VERILOG_FILES = /design/flow/design.v
export SDC_FILE = /design/flow/constraint.sdc
export NUM_CORES = 4
export LEC_CHECK = 1
export CORE_AREA = 10 10 79 79
export DIE_AREA = 0 0 89 89
```
`flow/constraint.sdc`:
```
current_design circuito09

set clk_period 1.1
set clk_io_pct 0.2

create_clock -name clk0 -period $clk_period [get_ports {clk}]

set non_clock_inputs [all_inputs -no_clocks]
set_input_delay [expr $clk_period * $clk_io_pct] -clock clk0 $non_clock_inputs
set_output_delay [expr $clk_period * $clk_io_pct] -clock clk0 [all_outputs]
```
`flow/design.v`:
```
`timescale 1ns / 1ps
module circuito09 (clk, reset, emptyID1, emptyID2, emptyID1_prev, emptyID2_prev, start_test, end_test, end_test_global, clearID1, clearID2, restart_col_select, loadID1, loadID2, resetID1, resetID2, clearID1_prev, clearID2_prev);
   input clk; 
   input reset; 
   input emptyID1; 
   input emptyID2; 
   input emptyID1_prev; 
   input emptyID2_prev; 
   input start_test; 
   input end_test; 
   input end_test_global; 
   output clearID1; 
   wire clearID1;
   output clearID2; 
   wire clearID2;
   output restart_col_select; 
   reg restart_col_select;
   output loadID1; 
   reg loadID1;
   output loadID2; 
   reg loadID2;
   output resetID1; 
   reg resetID1;
   output resetID2; 
   reg resetID2;
   output clearID1_prev; 
   reg clearID1_prev;
   output clearID2_prev; 
   reg clearID2_prev;
   localparam [3:0] start_tx = 4'b0100; 
   localparam [3:0] stop_tx = 4'b1110; 
   localparam [3:0] stop_tx_prev = 4'b1010; 
   localparam [1:0] INIT = 0; 
   localparam [1:0] BIST = 1; 
   localparam [1:0] ESPERA = 2; 
   localparam [1:0] RUN = 3; 
   reg[1:0] cur; 
   reg[1:0] nxt; 
   reg[3:0] cntCh1; 
   reg[3:0] cntCh2; 
   reg[3:0] cntCh1_prev; 
   reg[3:0] cntCh2_prev; 
   reg clearID1_i; 
   reg clearID2_i; 
   assign clearID1 = clearID1_i ;
   assign clearID2 = clearID2_i ;
   always @(posedge clk)
   begin 
      if (reset == 1'b1)
         cur <= INIT ;
      else
         cur <= nxt ;
   end 
   always @(*)
   begin 
      case (cur)
         INIT :
                  begin
                     if (start_test == 1'b0)
                     begin
                        nxt = INIT ; 
                     end
                     else
                     begin
                        nxt = BIST ; 
                     end 
                     clearID1_i = 1'b1 ; 
                     clearID2_i = 1'b1 ; 
                     clearID1_prev = 1'b1 ; 
                     clearID2_prev = 1'b1 ; 
                     restart_col_select = 1'b1 ; 
                     loadID1 = 1'b0 ; 
                     loadID2 = 1'b0 ; 
                     resetID1 = 1'b0 ; 
                     resetID2 = 1'b0 ; 
                  end
         BIST :
                  begin
                     if (end_test == 1'b0)
                     begin
                        nxt = BIST ; 
                     end
                     else
                     begin
                        nxt = ESPERA ; 
                     end 
                     restart_col_select = 1'b0 ; 
                     if (cntCh1 == start_tx)
                     begin
                        loadID1 = 1'b1 ; 
                     end
                     else
                     begin
                        loadID1 = 1'b0 ; 
                     end 
                     if (cntCh1 == (stop_tx - 1))
                     begin
                        clearID1_i = 1'b1 ; 
                     end
                     else
                     begin
                        clearID1_i = 1'b0 ; 
                     end 
                     if (cntCh1 == stop_tx)
                     begin
                        resetID1 = 1'b1 ; 
                     end
                     else
                     begin
                        resetID1 = 1'b0 ; 
                     end 
                     if (cntCh1_prev == stop_tx_prev)
                     begin
                        clearID1_prev = 1'b1 ; 
                     end
                     else
                     begin
                        clearID1_prev = 1'b0 ; 
                     end 
                     if (cntCh2 == start_tx)
                     begin
                        loadID2 = 1'b1 ; 
                     end
                     else
                     begin
                        loadID2 = 1'b0 ; 
                     end 
                     if (cntCh2 == (stop_tx - 1))
                     begin
                        clearID2_i = 1'b1 ; 
                     end
                     else
                     begin
                        clearID2_i = 1'b0 ; 
                     end 
                     if (cntCh2 == stop_tx)
                     begin
                        resetID2 = 1'b1 ; 
                     end
                     else
                     begin
                        resetID2 = 1'b0 ; 
                     end 
                     if (cntCh2_prev == stop_tx_prev)
                     begin
                        clearID2_prev = 1'b1 ; 
                     end
                     else
                     begin
                        clearID2_prev = 1'b0 ; 
                     end 
                  end
         ESPERA :
                  begin
                     if (end_test_global == 1'b0)
                     begin
                        nxt = ESPERA ; 
                     end
                     else
                     begin
                        nxt = RUN ; 
                     end 
                     clearID1_i = 1'b1 ; 
                     clearID2_i = 1'b1 ; 
                     clearID1_prev = 1'b1 ; 
                     clearID2_prev = 1'b1 ; 
                     restart_col_select = 1'b1 ; 
                     loadID1 = 1'b0 ; 
                     loadID2 = 1'b0 ; 
                     resetID1 = 1'b0 ; 
                     resetID2 = 1'b0 ; 
                  end
         RUN :
                  begin
                     nxt = RUN ; 
                     restart_col_select = 1'b0 ; 
                     if (cntCh1 == start_tx)
                     begin
                        loadID1 = 1'b1 ; 
                     end
                     else
                     begin
                        loadID1 = 1'b0 ; 
                     end 
                     if (cntCh1 == (stop_tx - 1))
                     begin
                        clearID1_i = 1'b1 ; 
                     end
                     else
                     begin
                        clearID1_i = 1'b0 ; 
                     end 
                     if (cntCh1 == stop_tx)
                     begin
                        resetID1 = 1'b1 ; 
                     end
                     else
                     begin
                        resetID1 = 1'b0 ; 
                     end 
                     if (cntCh1_prev == stop_tx_prev)
                     begin
                        clearID1_prev = 1'b1 ; 
                     end
                     else
                     begin
                        clearID1_prev = 1'b0 ; 
                     end 
                     if (cntCh2 == start_tx)
                     begin
                        loadID2 = 1'b1 ; 
                     end
                     else
                     begin
                        loadID2 = 1'b0 ; 
                     end 
                     if (cntCh2 == (stop_tx - 1))
                     begin
                        clearID2_i = 1'b1 ; 
                     end
                     else
                     begin
                        clearID2_i = 1'b0 ; 
                     end 
                     if (cntCh2 == stop_tx)
                     begin
                        resetID2 = 1'b1 ; 
                     end
                     else
                     begin
                        resetID2 = 1'b0 ; 
                     end 
                     if (cntCh2_prev == stop_tx_prev)
                     begin
                        clearID2_prev = 1'b1 ; 
                     end
                     else
                     begin
                        clearID2_prev = 1'b0 ; 
                     end 
                  end
      endcase 
   end 
   always @(posedge clk)
   begin 
      if (reset == 1'b1)
      begin
         cntCh1 <= {4{1'b0}} ; 
         cntCh2 <= {4{1'b0}} ; 
         cntCh1_prev <= {4{1'b0}} ; 
         cntCh2_prev <= {4{1'b0}} ; 
      end
      else
      begin
         if (emptyID1 == 1'b1)
         begin
            cntCh1 <= {4{1'b0}} ; 
         end
         else
         begin
            cntCh1 <= cntCh1 + 1 ; 
         end 
         if (emptyID2 == 1'b1)
         begin
            cntCh2 <= {4{1'b0}} ; 
         end
         else
         begin
            cntCh2 <= cntCh2 + 1 ; 
         end 
         if (emptyID1_prev == 1'b1)
         begin
            cntCh1_prev <= {4{1'b0}} ; 
         end
         else
         begin
            cntCh1_prev <= cntCh1_prev + 1 ; 
         end 
         if (emptyID2_prev == 1'b1)
         begin
            cntCh2_prev <= {4{1'b0}} ; 
         end
         else
         begin
            cntCh2_prev <= cntCh2_prev + 1 ; 
         end 
      end 
   end 
endmodule
```
`flow/run.sh`:
```
#!/bin/bash
# OpenROAD 26Q1-2900-gdf79404cd8, Yosys 0.63+post, stock flow scripts
make -C /OpenROAD-flow-scripts/flow DESIGN_CONFIG=/design/flow/config.mk WORK_HOME=/design/flow/orfs finish
```
==> impl_metrics.py <==
# Metrics from the implementation run
metrics = {
    "outcome": {
        "outcome": "finished, violations left",
        "violations": "negative setup slack",
    },
    "detailed_routing": {
        "firstDrtPassIters": 2,
        "vias": 813,
        "ant_nets": 0,
        "wire_per_inst_um": 10.0,
        "drc_errors": 0,
        "diodes": 0,
        "drt_iter0_drc": 6,
        "drt-total-wl_um": 1990,
        "vias_per_cell": 4.11,
    },
    "grt": {
        "grt_max_degree": 12,
        "antenna_found_initial": 0,
        "grt_pass1_wl_um": 3500,
        "grtUsageMet2": 0.0898,
        "use_met1": 0.0690,
        "grt_pass1_vias": 818,
        "track_usage": 0.0541,
        "grt_util_met3": 0.0193,
        "grt_overflow": 0,
        "top_usage_layer": "met2",
    },
    "die": {
        "core-area_mm2": 0.00466,
        "die_height_um": 89,
        "rows": 25,
        "ios": 18,
        "fp_util": 0.202,
        "die_w_um": 89,
        "chipArea_mm2": 0.00792,
    },
    "worst_setup_path": {
        "cp.required_ns": 0.88,
        "worstPathMaxFanout": 6,
        "crit_path_end_kind": "output pin",
        "critPathMaxStageDelay_ns": 0.34,
        "arrival_ns": 1.17,
        "worst-path-buf-inv": 2,
        "crit_path_top_delay_cell": "dfxtp_2",
        "path_delay_family": "simple AND/OR/NAND/NOR gates",
        "critPathKind": "flip-flop to output pin",
        "start_kind": "flip-flop",
        "crit_chain": "nor2_4, buf_6, and4b_1, buf_2",
    },
    "sta": {
        "fmax_mhz": 719,
        "rsz0062_at_grt": "yes",
        "hold_viol_final": 0,
        "relSlewSlack": 0.856,
        "fin_ws_ns": -0.291,
        "slew_viol_final": 0,
        "worst_pin_slew_ns": 0.213,
        "period_needed_ns": 1.39,
        "setup_viol": 9,
        "setup-tns-final_ns": -1.66,
        "period_used_share": 1.26,
        "fin_worst_skew_ns": 0.00176,
    },
    "placed_design": {
        "dpl.hpwl_um": 1540,
        "io_buffers": 17,
        "gp_congestion": 0.772,
        "placed_area_mm2": 0.00139,
    },
    "power_and_ir_drop": {
        "p_comb_frac": 0.150,
        "cellPowerDensity_mw_per_mm2": 978,
        "seqPwrFrac": 0.494,
        "intPower_uw": 1210,
        "total_power_uw": 1550,
        "power_switching_uw": 344,
        "p_sw_frac": 0.222,
        "power_frac_clock": 0.356,
        "leakagePower_uw": 0.000654,
        "irDropWorstVdd_mv": 0.570,
    },
    "finish": {
        "finalInstanceArea_mm2": 0.00159,
        "drive_above_1_share": 0.569,
        "area_delta_synth_final_pct": 68.5,
        "fin_util": 0.340,
    },
    "logic_synthesis": {
        "flop_cell": "dfxtp_1",
        "synthesis.area_um2": 941,
        "enable_flop_cells": 0,
        "top_cells_by_area": "dfxtp_1 43%, ha_1 16%, nor3_1 7.4%",
        "synthMostInstantiatedCell": "dfxtp_1",
        "avgSynthCellArea_um2": 10.1,
        "yosysWarnings": 1,
        "ys_cells": 93,
        "ys_async_sr_fraction": 0,
        "yosysUniqueCellTypes": 20,
        "synth-seq-cells": 20,
        "yosys_area_um2": 941,
        "ys_top_cells_by_count": "20 x dfxtp_1, 14 x nor3_1, 12 x ha_1",
        "syn_inst": 93,
        "top_area_cell": "dfxtp_1",
        "postSynthSeqShare": 0.426,
        "yosysTopAreaCellShare": 0.426,
    },
    "cts": {
        "cts_buffer_depth": 2,
        "cts_buffers": 3,
        "clock_latency_ns": 0.25,
        "root_buffer": "clkbuf_8",
        "tritoncts": "done",
        "path_clk_slew_ns": 0.07,
        "htreeDepth": 1,
        "cts.sinks": 20,
    },
    "flow_run": {
        "warning_count": 35,
        "cap_viol_max_count": 0,
    },
    "min_path": {
        "hold_path_class": "flip-flop to flip-flop",
    },
}
-- sequential cells by signal, indices dropped and copies added (netlist names) --
name         count
cur              4
cntCh1_prev      4
cntCh2           4
cntCh2_prev      4
cntCh1           4
-- per-stage QoR --
step	setup WS [ns]	hold slack (ns)	cells
5_1_grt	-0.371	0.487	198
3_5_place_dp	-0.401	0.446	192
2_1_floorplan	0.0961	0.291	93
6_report	-0.291	0.455	198
3_3_place_gp	-0.389	0.437	192
4_1_cts	-0.295	0.464	199
-- placed cells by master, fill, tap and decap left out, types with 2 or more instances in the layout --
cell	n
buf_2	8
nor3b_1	6
nor3_1	13
dfxtp_1	10
mux2_2	3
ha_1	4
inv_4	2
o22ai_2	2
buf_6	4
a21oi_1	3
clkdlybuf4s50_1	8
and4b_1	2
xnor2_1	3
buf_4	28
clkbuf_8	4
nand3_1	4
nand2_1	2
nand2b_1	2
nor4bb_1	2
dfxtp_4	2
nand2_2	2
inv_2	4
ha_4	7
dfxtp_2	8
-- worst paths after layout --
path,from,to,slack (ns),cells after the start
max,cur[3],resetID1,-0.29,4
min,cur[0],cur[2],0.45,2
max reg2reg,cntCh2[1],cntCh2[3],0.04,4
min reg2reg,cur[0],cur[2],0.45,2
-- timing repair --
action / in CTS / in global routing
hold buffers: 0 / 0
setup buffers: 3 / 1
resized: 62 / 15
pin swaps: 11 / 6
setup endpoints to repair: 9 / 11
-- power by group through the flow --
stage	clock network (uW)	registers [uW]	logic (uW)
4_1_cts	589	767	234
5_1_grt	614	769	263
6_report	552	766	232
-- cells by family after synthesis --
kind of cell / after synthesis / share of synthesized area
AND-OR/OR-AND: 8 / 0.0559
XOR/XNOR: 4 / 0.0372
adder cells (fa/ha/maj): 12 / 0.160
buffers and inverters: 9 / 0.0479
flip-flops: 20 / 0.426
multiplexers: 4 / 0.0479
AND/OR/NAND/NOR: 36 / 0.226
-- tightest hold or removal path: stages (launching register included) --
cell	delay, ns
dfxtp_1	0.31
nand2_1	0.06
a21oi_1	0.05
-- layout make-up --
| cell class | count | area [um2] |
|---|---|---|
| fill | 457 | 3080 |
| multi-input combinational | 64 | 633 |
| sequential | 20 | 418 |
| timing repair buffer | 49 | 380 |
| tap | 54 | 67.6 |
| clock buffer | 4 | 55.1 |
| inverter | 7 | 31.3 |
-- layer usage --
layer,vias to the layer above,wire [um]
li1,431,-
met1,366,926
met2,14,908
met3,2,138
met4,0,13
met5,-,0
Power figures rest on the tool's default switching activity, not on a simulated workload.
