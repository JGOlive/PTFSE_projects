$ cat design/flow/run.sh
#!/bin/bash
# OpenROAD 26Q1-2900-gdf79404cd8, Yosys 0.63+post, stock flow scripts
make -C /OpenROAD-flow-scripts/flow DESIGN_CONFIG=/design/flow/config.mk WORK_HOME=/design/flow/orfs finish
$ cat design/flow/config.mk
export PLATFORM = sky130hd
export DESIGN_NAME = controller
export DESIGN_NICKNAME = controller
export VERILOG_FILES = /design/flow/design.v
export SDC_FILE = /design/flow/constraint.sdc
export NUM_CORES = 4
export LEC_CHECK = 1
export CORE_AREA = 10 10 70 70
export DIE_AREA = 0 0 80 80
$ cat design/flow/constraint.sdc
current_design controller

set clk_period 1.9
set clk_io_pct 0.2

create_clock -name clk0 -period $clk_period [get_ports {clk}]

set non_clock_inputs [all_inputs -no_clocks]
set_input_delay [expr $clk_period * $clk_io_pct] -clock clk0 $non_clock_inputs
set_output_delay [expr $clk_period * $clk_io_pct] -clock clk0 [all_outputs]
$ cat design/flow/design.v
`timescale 100ps / 1ps 
module controller(
    input clk,
    input start,
    input reset,
    output reg out,
    output reg bist_end,
    output reg running);
    reg [2:0] state, n_state;
    reg p_start;
    localparam [2:0] IDLE = 0, RUN_H = 1, RUN_L = 2, COMPLETED = 3;
    localparam [3:0] N_MAX = 8;
    localparam [3:0] M_MAX = 9;
    reg pos_start;
    wire [3:0] n, m;
    reg n_en, n_rst;
    reg m_en, m_rst;
    always @(posedge clk) begin
        if (reset == 1)
            state <= IDLE;
        else
            state <= n_state;
    end
    always @(posedge clk) begin
        if (p_start == 0 && start == 1)
            pos_start <= 1;
        else
            pos_start <= 0;
        p_start <= start;
    end
    always @(*) begin
        case (state)
        IDLE: begin
            out = 0;
            bist_end = 0;
            running = 0;
            m_en = 0;
            m_rst = 1;
            n_en = 0;
            n_rst = 1;
            if (pos_start == 1) begin
                n_state = RUN_H; 
            end
            else
                n_state = state;
        end
        RUN_H: begin
            out = 1;
            running = 1;
            bist_end = 0;
            n_en = 1;
            n_rst = 0;
            m_en = 0;
            m_rst = 0;
            if (n == 8-1 && m == 9) begin
                n_state = COMPLETED;
            end
            else if (n == 8-1) begin
                n_state = RUN_L;
            end
            else
                n_state = state;
        end
        RUN_L: begin
            out = 0;
            running = 1;
            bist_end = 0;
            n_en = 0;
            n_rst = 1;
            m_en = 1;
            m_rst = 0; 
            n_state = RUN_H;
        end
        COMPLETED: begin
            out = 0;
            running = 0;
            bist_end = 1;
            m_rst = 1;
            m_en = 0;
            n_rst = 1;
            n_en = 0;
            if (pos_start == 1) begin
                n_state = RUN_H;
            end
            else begin
                n_state = state;
            end
        end
        default: begin
            out = 0;
            bist_end = 0;
            running = 0;
            m_en = 0;
            m_rst = 1;
            n_en = 0;
            n_rst = 1;
            n_state = IDLE;
        end
        endcase
    end
    counter_4b n_counter (
        .clk(clk),
        .reset(n_rst),
        .enable(n_en),
        .count(n)
    );
    counter_4b m_counter (
        .clk(clk),
        .reset(m_rst),
        .enable(m_en),
        .count(m)
    );
endmodule
`timescale 100ps / 1ps 
module counter_4b(input clk, input reset, input enable, output reg [3:0] count);
    always @(posedge clk) begin
        if (reset == 1)
            count <= 4'd0;
        else if (enable == 1)
            count <= count + 4'd1;
    end
endmodule
==> impl_metrics.py <==
# Generated from Yosys and OpenROAD reports
metrics = {
    "critical_path": {
        "reg2reg_from": "n_counter.count[0]",
        "cpMaxStageDelayCell": "dfxtp_1",
        "startpoint_type": "register",
        "cp_data_arrival_time_ns": 1.37,
        "path_buffers": 1,
        "rr_endpoint": "state[3]",
        "crit_fanout": 10,
        "end_kind": "output pin",
        "critical-path-max-stage-delay_ns": 0.50,
        "crit_required_ns": 1.52,
        "path_delay_family": "flip-flops",
        "r2r_cells": 4,
        "regToRegSetupSlack_ns": 0.59,
        "crit_type": "reg -> out",
        "crit_chain": "or2_1 > clkdlybuf4s50_1",
    },
    "worst_hold_path": {
        "worstHoldStart": "p_start",
        "holdPathStages": 1,
        "holdPathEnd": "pos_start",
        "hold_class": "reg -> reg",
    },
    "clock_tree": {
        "clkTransAtPathRegs_ns": 0.07,
        "post_cts_resize_count": 0,
        "holdBufCountCts": 0,
        "cts_root_buffer": "clkbuf_4",
        "htree_levels": 1,
        "cts_tree": "built",
        "clock.latency.late_pin_ns": 0.27,
        "post_cts_buffers": 0,
        "clkSinkCount": 14,
        "clockBufferDepth": 2,
        "cts_buffers": 3,
    },
    "detailed_routing": {
        "antenna_cells": 0,
        "drtIter0Drc": 8,
        "drtPass1Iterations": 3,
        "vias_per_cell": 3.39,
        "ant_nets": 0,
        "via_count": 359,
        "wirelength_microns": 867,
        "drcViolationCount": 0,
        "wl_per_cell_microns": 8.18,
    },
    "synth": {
        "ys_seq_elements": 14,
        "syn_area_sq_um": 526,
        "postSynthAreaPerCell_sq_um": 10.1,
        "ys_area_sq_um": 526,
        "yosysSeqAreaShare_pct": 53.3,
        "yosysWarnings": 2,
        "synthCells": 52,
        "synth.distinct_cells": 18,
        "yosysCellCount": 52,
    },
    "power": {
        "p_leak_nw": 0.241,
        "vdd_drop_max_v": 0.000421,
        "power_switching_mw": 0.0930,
        "p_clk_share_pct": 31.8,
        "p_seq_share_pct": 63.9,
        "p_per_area_nw_per_um2": 733,
        "p_comb_share_pct": 4.3,
        "switching_share_pct": 19.3,
        "p_int_mw": 0.388,
    },
    "final_layout": {
        "most-common-layout-cells": "dfxtp_1, nand2_1, o21ai_0, clkdlybuf4s50_1, nor2b_1",
        "area_growth_syn_to_layout_pct": 24.8,
        "drive_gt1_share_pct": 8.33,
        "final_util_pct": 19.2,
        "lay_top_count": "dfxtp_1",
    },
    "global_routing": {
        "grt_pass1_vias": 386,
        "grt.total_usage_pct": 2.97,
        "grt_max_degree": 11,
        "gr-total-overflow": 0,
        "grt_pass1_wl_mm": 1.58,
        "antenna_found_initial": 0,
    },
    "timing": {
        "period_minus_slack_ns": 1.75,
        "tightestPinTransition_ns": 0.303,
        "max_freq_ghz": 0.572,
        "finalSetupViolCount": 0,
        "setup-tns-final_ns": 0,
        "rsz0062_at_grt": "false",
        "clock_skew_ns": 0.00372,
        "final-max-slew-violation-count": 0,
        "final-hold-violation-count": 0,
        "timing.final.crit_share_pct": 92.0,
        "slew_headroom_pct": 79.8,
    },
    "floorplanning": {
        "initial_utilization_pct": 15.4,
        "die.size.y_microns": 80,
        "io-pin-count": 6,
        "die_w_microns": 80,
        "fp.dieArea_sq_um": 6400,
        "coreArea_sq_um": 3420,
        "fp-row-count": 21,
    },
    "job": {
        "cap_viol_max_count": 0,
        "tool_warnings": 26,
    },
    "placed_design": {
        "hpwl_microns": 659,
        "place_congestion": 0.801,
        "portBuffers": 5,
    },
    "outcome": {
        "status": "complete, no violations",
    },
}
==> through the flow <==
step                      hold WS (ns)  total power [mW]  worst slack (ns)  std cells  instance area [sq um]
after floorplan                  0.367             0.321             0.683         52                    526
after global placement           0.374             0.334             0.357        103                    633
after detailed placement         0.372             0.336             0.326        103                    633
after CTS                        0.382             0.488             0.112        106                    656
after global routing             0.407             0.507            0.0275        106                    656
final                            0.382             0.481             0.153        106                    656
==> registers in the layout, indices dropped and copies added (netlist names) <==
| signal | flops |
|---|---|
| m_counter.count | 4 |
| n_counter.count | 4 |
| state | 4 |
| p_start | 1 |
| pos_start | 1 |
==> power by group through the flow <==
stage	logic [mW]	registers, mW	clock network, mW
6_report	0.0206	0.307	0.153
5_1_grt	0.0238	0.309	0.174
4_1_cts	0.0211	0.308	0.160
==> layout make-up <==
class | count | area, sq um
well taps | 46 | 57.6
multi-input cells | 35 | 234
repair buffers | 5 | 50.0
fillers | 393 | 2760
flip-flops and latches | 14 | 280
inverters | 3 | 11.3
clock buffers | 3 | 22.5
==> synth_stat cells <==
library cell / count / area, sq um
o21ai_0: 5 / 25.0
nor2_1: 1 / 3.75
dfxtp_1: 14 / 280
and2_1: 3 / 18.8
nand3_1: 3 / 15.0
or2_1: 1 / 6.26
a31oi_1: 1 / 6.26
xor2_1: 2 / 17.5
nor2b_1: 4 / 25.0
nand3b_1: 1 / 7.51
or4b_4: 1 / 13.8
xnor2_1: 2 / 17.5
o21ai_2: 1 / 8.76
nand2_1: 5 / 18.8
ha_1: 3 / 37.5
inv_1: 3 / 11.3
o21ai_1: 1 / 5.00
a21o_1: 1 / 7.51
==> cell families (layout without fill, tap and decap cells) <==
family / after synthesis / count (layout) / share of synthesized area, %
AND/OR/NAND/NOR: 19 / 19 / 20.7
AND-OR/OR-AND: 9 / 9 / 10.0
flip-flops: 14 / 14 / 53.3
XOR/XNOR: 4 / 4 / 6.67
adder cells (fa/ha/maj): 3 / 3 / 7.14
buffers and inverters: 3 / 11 / 2.14
==> worst max path at each step <==
stage             from      end  depth (start not counted)
finish        state[2]  running                          2
CTS           state[2]  running                          2
global route  state[2]  running                          2
==> metal layers <==
| metal | routed length (microns) | track usage [%] |
|---|---|---|
| met1 | 390 | 3.42 |
| met4 | 0 | 0.528 |
| met5 | 0 | 0 |
| met3 | 77 | 1.93 |
| met2 | 399 | 4.57 |
Power is estimated from default activity; no workload was simulated.
