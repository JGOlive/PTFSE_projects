===== /design/flow/design.v =====
`timescale 100ps / 1ps 
module misr(input clk, input reset, input enable, input [9:0] in_misr, output reg [9:0] out_misr);
    reg [9:0] misr_ff;
    always @(posedge clk) begin
        if (reset == 1) begin
            misr_ff <= 9'b000000000;
            out_misr <= 10'b0000000000; 
        end
        else if (enable == 1) begin
            misr_ff[0] <= out_misr[9] ^              in_misr[0];
            misr_ff[1] <= out_misr[9] ^ misr_ff[0] ^ in_misr[1];
            misr_ff[2] <= out_misr[9] ^ misr_ff[1] ^ in_misr[2];
            misr_ff[3] <= out_misr[9] ^ misr_ff[2] ^ in_misr[3];
            misr_ff[4] <= out_misr[9] ^ misr_ff[3] ^ in_misr[4];
            misr_ff[5] <= out_misr[9] ^ misr_ff[4] ^ in_misr[5];
            misr_ff[6] <= out_misr[9] ^ misr_ff[5] ^ in_misr[6];
            misr_ff[7] <= out_misr[9] ^ misr_ff[6] ^ in_misr[7];
            misr_ff[8] <= out_misr[9] ^ misr_ff[7] ^ in_misr[8];
            misr_ff[9] <= out_misr[9] ^ misr_ff[8] ^ in_misr[9];
            out_misr <= misr_ff;
        end
    end
endmodule

===== /design/flow/run.sh =====
#!/bin/bash
# OpenROAD 26Q1-2900-gdf79404cd8, Yosys 0.63+post, stock flow scripts
make -C /OpenROAD-flow-scripts/flow DESIGN_CONFIG=/design/flow/config.mk WORK_HOME=/design/flow/orfs finish

===== /design/flow/config.mk =====
export PLATFORM = sky130hd
export DESIGN_NAME = misr
export DESIGN_NICKNAME = misr
export VERILOG_FILES = /design/flow/design.v
export SDC_FILE = /design/flow/constraint.sdc
export NUM_CORES = 4
export LEC_CHECK = 1
export CORE_AREA = 10 10 82 82
export DIE_AREA = 0 0 92 92

===== /design/flow/constraint.sdc =====
current_design misr

set clk_period 1.5
set clk_io_pct 0.2

create_clock -name clk0 -period $clk_period [get_ports {clk}]

set non_clock_inputs [all_inputs -no_clocks]
set_input_delay [expr $clk_period * $clk_io_pct] -clock clk0 $non_clock_inputs
set_output_delay [expr $clk_period * $clk_io_pct] -clock clk0 [all_outputs]

==> impl_metrics.ini <==
; synthesis and place-and-route metrics
[global_route]
grt_overflow = 0
grt_max_degree = 22
grt_pass1_wl_um = 3020
grt_usage_pct = 4.22
antenna_found_initial = 0
grt_pass1_vias = 615

[cts]
path_clk_slew_ns = 0.06
cts_buffers = 3
clock_latency_ns = 0.25
post_cts_resize_count = 0
clockRootBuffer = clkbuf_8
cts_sinks = 20
cts_max_level = 1
post_cts_buffers = 0
clk_path_buf_depth = 2
cts_tree = done
cts_hold_buf = 0

[logic_synthesis]
synthesis.area_um2 = 931
ys_ff = 20
synthDistinctLibCells = 11
top_area_cell = dfxtp_1
yosys-top-cells-area = dfxtp_1 (43%), mux2i_1 (20%), xor3_1 (20%)
yosys_warnings = 1
yosysChipArea_um2 = 931
syn_avg_cell_area_um2 = 12.4
synth_top_area_share_pct = 43.0
ys_seq_share_pct = 43.0
yosys_cells = 75
synthCells = 75

[power]
clockPowerShare_pct = 27.1
combPwrFrac_pct = 22.4
power.switching_mw = 0.251
power_density_nw_per_um2 = 926
power_mw = 1.20
vdd_drop_max_mv = 0.214
p_sw_share_pct = 21.0
p_leak_nw = 0.541
seqPwrFrac_pct = 50.5
p_int_mw = 0.944

[cells_and_area]
syn2layout_area_growth_pct = 38.7
design_area_um2 = 1290
drive_above_1_share_pct = 8.08
final_cell_mix = clkdlybuf4s50_1 (22), nor2_1 (20), dfxtp_1 (20)
lay_top_count = clkdlybuf4s50_1

[setup_path]
critical_path.cell_chain = clkdlybuf4s50_1
worst-path-buf-inv = 1
max_stage_delay_ns = 0.49
start_kind = flip-flop
path_class = flip-flop to output pin
crit_fanout = 4
endpoint_kind = output pin
cp.arrival_ns = 1.12
critical_path.slowest_cell = clkdlybuf4s50_1
crit_required_ns = 1.20
critPathTopFamily = buffers and inverters

[drt]
vias = 566
drc = 0
drtPass1Iterations = 3
via_per_inst = 3.35
wl_per_cell_um = 10.6
routed_wl_um = 1790
antenna_left = 0
antenna_cells = 0
drt_iter0_drc = 13

[die]
fp.dieH_um = 92
chipWidth_um = 92
fp_util_pct = 18.3
num_io_pins = 23
core_um2 = 5070
row_count = 26
chipArea_um2 = 8460

[place]
io_buffers = 22
placed_area_um2 = 1250
place_ws_ns = 0.0902
gp_congestion = 0.666
hpwl_um = 1380

[timing]
fin_skew_ns = 0.00129
tightest_slew_ns = 0.204
hold_viol = 0
finalSetupViolCount = 0
rsz0062_at_grt = no
max-slew-margin-rel_pct = 86.4
setup_tns_ns = 0
slew_violations = 0
max_clock_freq_mhz = 703
finalCritPeriodShare_pct = 94.8
setup_slack_ns = 0.0779
period_needed_ns = 1.42

[run_status]
status = complete, no violations

[run]
maxCapViolCount = 0
warning_count = 25

[hold_path]
hold_class = flip-flop to flip-flop
## cells in the mapped netlist
cell,number
xor3_4,1
a211oi_1,1
buf_2,1
mux2i_1,19
xor3_1,8
nor2_1,20
xnor2_1,1
dfxtp_1,20
clkbuf_1,2
buf_6,1
buf_4,1
## worst paths after layout
check / slack (ns) / startpoint / to / depth (start not counted)
hold reg to reg: 0.50 / out_misr[6] / out_misr[6] / 2
setup / recovery: 0.08 / out_misr[9] / out_misr[9] / 1
hold / removal: 0.50 / out_misr[6] / out_misr[6] / 2
setup reg to reg: 0.30 / out_misr[9] / misr_ff[5] / 4
## flip-flops by register name (all words and copies together), names as in the netlist
register  count
misr_ff      10
out_misr     10
## stage by stage
stage | hold slack [ns] | utilization (%) | std cells
floorplan | 0.437 | - | 75
global placement | 0.476 | 24.6 | 166
detailed placement | 0.486 | 24.6 | 166
CTS | 0.505 | 25.4 | 169
global route | 0.517 | 25.4 | 169
finish | 0.496 | 25.4 | 169
## area by class of cell
| type | count | area, um^2 |
|---|---|---|
| flip-flops and latches | 20 | 400 |
| repair buffers | 26 | 263 |
| well taps | 70 | 87.6 |
| fillers | 548 | 3780 |
| clock buffers | 3 | 41.3 |
| multi-input cells | 50 | 499 |
## metal layers
metal  vias to the layer above  wire, um  track usage, %
li1                        301         -               -
met1                       253       754            5.24
met2                        10       889            6.82
met3                         2       104            1.40
met4                         0        40            1.29
met5                         -         0               0
## power groups by stage
stage	Sequential [mW]	Clock (mW)	Combinational, mW
6_report	0.604	0.324	0.268
5_1_grt	0.611	0.367	0.294
4_1_cts	0.605	0.351	0.274
## kinds of logic after synthesis
kind of cell / Yosys count / share of synthesized area (%)
mux: 19 / 20.4
compound gates: 1 / 0.807
flops: 20 / 43.0
buf+inv: 5 / 3.36
xor+xnor: 10 / 24.3
simple gates: 20 / 8.06
Power and IR drop assume default switching activity.
